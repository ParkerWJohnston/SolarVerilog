File: config.mk
export PLATFORM = sky130hd
export DESIGN_NAME = FPGATOP
export DESIGN_NICKNAME = FPGATOP
export VERILOG_FILES = /design/flow/design.v
export SDC_FILE = /design/flow/constraint.sdc
export NUM_CORES = 4
export LEC_CHECK = 1
export CORE_UTILIZATION = 50
File: constraint.sdc
current_design FPGATOP

set clk_period 7.6
set clk_io_pct 0.2

create_clock -name clk0 -period $clk_period [get_ports {CLOCK_50}]

set non_clock_inputs [all_inputs -no_clocks]
set_input_delay [expr $clk_period * $clk_io_pct] -clock clk0 $non_clock_inputs
set_output_delay [expr $clk_period * $clk_io_pct] -clock clk0 [all_outputs]
File: design.v
module FPGATOP(input [3:0]GPIO_1, 
					input [0:0]SW, 
					input CLOCK_50, 
					input [0:0]KEY, 
					output[9:0]LEDR, 
					output [6:0]HEX0,
					output [6:0]HEX1,	
					output [6:0]HEX2,
					output [6:0]HEX3,
					output [6:0]HEX4,
					output [6:0]HEX5);
	reg [3:0]max;
	wire reset;
	assign reset = KEY[0];
	reg motorOn = 1;
	assign LEDR[0] = motorOn;
	assign LEDR[1] = motorOn;
	assign LEDR[2] = motorOn;
	assign LEDR[3] = motorOn;
	assign LEDR[4] = motorOn;
	assign LEDR[5] = motorOn;
	assign LEDR[6] = motorOn;
	assign LEDR[7] = motorOn;
	assign LEDR[8] = motorOn;
	assign LEDR[9] = motorOn;
	wire autoReset;
	assign autoReset = SW[0];
	reg [1:0]state = 0;
	reg [3:0]currentTime = 0;
	reg [3:0]maxTime = 0;
	reg [26:0]rateDivider50to1s = 50000000;
	reg [3:0]tenSecWait = 10;
	always@(posedge CLOCK_50) begin
		if(rateDivider50to1s == 0 & motorOn) begin
			rateDivider50to1s <= 50000000;
			if(currentTime == 10) begin
				currentTime <= 0;
			end
			else begin
				currentTime <= currentTime + 1;
			end
		end
		else begin
			rateDivider50to1s <= rateDivider50to1s - 1;
		end
		if(~reset) begin
			max <= 1;
			currentTime <= 0;
			maxTime <= 0;
			rateDivider50to1s <= 50000000;
			state <= 0;
			motorOn <= 1;
			tenSecWait <= 10;
		end
		if(state == 0) begin
			motorOn <= 1;
			if(GPIO_1 > max) begin
				max <= GPIO_1;
				maxTime <= currentTime;
			end
			if(currentTime == 10) begin
				state <= 1;
			end
		end
		else if(state == 1) begin
			motorOn <= 1;
			if(currentTime == maxTime) begin
				state <= 2;
			end
			else if(GPIO_1 > max) begin
				state <= 0;
				max <= GPIO_1;
				maxTime <= currentTime;
				currentTime <= 0;
			end
		end
		else if(state == 2) begin
			motorOn <= 0;
			if(autoReset == 1) begin
				if(rateDivider50to1s == 0) begin
					rateDivider50to1s <= 50000000;
					if(tenSecWait == 0) begin
						state <= 0;
						max <= 1;
						currentTime <= 0;
						maxTime <= 0;
						rateDivider50to1s <= 50000000;
						tenSecWait <= 10;
					end
					else begin
						tenSecWait <= tenSecWait - 1;
					end
				end
				else begin
					rateDivider50to1s <= rateDivider50to1s - 1;
				end
			end
		end
	end
	hex_decoder h0 (GPIO_1, HEX0);
	hex_decoder h1 (currentTime, HEX1);
	hex_decoder h2 (max, HEX2);
	hex_decoder h3 (maxTime, HEX3);
	hex_decoder h4 (state, HEX4);
	hex_decoder h5 (((state == 2 && autoReset == 1) ? tenSecWait : 4'hF), HEX5);
endmodule
module hex_decoder(hex_digit, segments);
    input [3:0] hex_digit;
    output reg [6:0] segments;
    always @(*)
        case (hex_digit)
            4'h0: segments = 7'b100_0000;
            4'h1: segments = 7'b111_1001;
            4'h2: segments = 7'b010_0100;
            4'h3: segments = 7'b011_0000;
            4'h4: segments = 7'b001_1001;
            4'h5: segments = 7'b001_0010;
            4'h6: segments = 7'b000_0010;
            4'h7: segments = 7'b111_1000;
            4'h8: segments = 7'b000_0000;
            4'h9: segments = 7'b001_1000;
            4'hA: segments = 7'b000_1000;
            4'hB: segments = 7'b000_0011;
            4'hC: segments = 7'b100_0110;
            4'hD: segments = 7'b010_0001;
            4'hE: segments = 7'b000_0110;
            4'hF: segments = 7'b111_1111;   
            default: segments = 7'b100_0000;
        endcase
endmodule
File: run.sh
#!/bin/bash
# OpenROAD 26Q1-2900-gdf79404cd8, Yosys 0.63+post, stock flow scripts
make -C /OpenROAD-flow-scripts/flow DESIGN_CONFIG=/design/flow/config.mk WORK_HOME=/design/flow/orfs finish
==> impl_metrics.tcl <==
# implementation run metrics
set metrics [dict create \
    final_util_pct 61.7 \
    top_logic_kind "simple AND/OR/NAND/NOR gates" \
    ys_ff 53 \
    die_x_um 87.8 \
    ys_seq_share_pct 28.8 \
    cts_setup_buffers 0 \
    worst_setup_path_start_kind "primary input" \
    async_flop_share_pct 0 \
    clock_sinks 53 \
    maxSlewHeadroom_pct 43.0 \
    timing.hold.ws_ns 0.467 \
    initial_core_util_pct 53.0 \
    grt_pass1_wl_um 12300 \
    crit_chain "clkdlybuf4s50_1, nor2b_1, nand2_1, nor2_1, inv_1, ha_1, mux4_2, nand2b_1, clkdlybuf4s50_1" \
    critPathMaxStageDelay_ns 0.48 \
    antenna_found_initial 0 \
    rows 30 \
    top_cells_by_area "dfxtp_1 (29%), ha_1 (11%), nand2_1 (4.8%)" \
    critical_path_peak_fanout 6 \
    seqPwrFrac_pct 40.7 \
    ys_sh_mux_pct 7.14 \
    cts_resized 0 \
    register_area_um2 1060 \
    p_int_uw 555 \
    netlist_instances 450 \
    dp_hpwl_um 5300 \
    synth.distinct_cells 59 \
    cts-buffers-inserted 5 \
    synth_top_area_share_pct 28.8 \
    log.warning_count 46 \
    area_growth_pct 16.5 \
    crit_path_end_kind "output pin" \
    power_density_nw_per_um2 197 \
    drive_gt1_share_pct 5.56 \
    grt_max_degree 17 \
    hp-class "flop to flop" \
    slowest_stage "clkdlybuf4s50_1" \
    port_buffers 57 \
    drt-pass1-iter-count 4 \
    num_vias 3148 \
    htreeDepth 2 \
    cts_hold_buf 0 \
    cts_tree "built" \
    clockBufferDepth 2 \
    comb_power_share_pct 40.5 \
    crit_type "primary input to output pin" \
    synthAoiAreaFrac_pct 15.0 \
    fillerInstances 608 \
    avgSynthCellArea_um2 8.17 \
    ys_area_um2 3680 \
    ys_sh_xor_pct 5.71 \
    chip_area_um2 7700 \
    grt.overflow.total 0 \
    slew_violations 0 \
    fin_skew_ns 0.00720 \
    cpMostUsedCell "clkdlybuf4s50_1" \
    ios 59 \
    ys_sh_simple_pct 24.7 \
    core_um2 6940 \
    die_h_um 87.8 \
    cp.required_ns 6.08 \
    adder_share_pct 10.5 \
    crit_arrival_ns 4.00 \
    wl_um 7170 \
    rsz0062_at_grt "no" \
    leakage_uw 0.00166 \
    via_per_inst 5.41 \
    max_freq_ghz 0.181 \
    final_area_um2 4290 \
    insertion_delay_ns 0.31 \
    drv_cap 0 \
    hold_viol 0 \
    drt_iter0_drc 149 \
    postSynth.topFlopCell "dfxtp_1" \
    synth_warnings 3 \
    synth_area_um2 3680 \
    logic_area_um2 2320 \
    gp_congestion 0.819 \
    status "completed" \
    antennaDiodeCount 0 \
    ant_nets 0 \
    drt-wirelength-per-cell_um 12.3 \
    top_area_cell "dfxtp_1" \
    path_clk_slew_ns 0.09 \
    grt_pass1_vias 2789 \
    irDropWorstVdd_uv 186 \
    setup_slack_ns 2.08 \
    edf_count 0 \
    p_switching_uw 289 \
    setup_tns_ns 0 \
    period_needed_ns 5.52 \
    yosys-stat-cells 450 \
    fin_crit_sh_pct 72.6 \
    grt_util_all_layers_pct 19.9 \
    crit_buf_inv 3 \
    clock_power_share_pct 18.7 \
    place_area_um2 4200 \
    worst_slew_pin_slew_ns 0.844 \
    pre_cts_ws_ns 2.10 \
    sw_frac_of_total_pct 34.2 \
    setup_viol 0 \
    cp_top_family "buffers and inverters" \
    drt_drc_violations_left 0 \
    root_buffer "clkbuf_8" \
]
==> sequential cells by signal, summed over array words and instances, names as in the netlist <==
name and cells:
maxTime 4, rateDivider50to1s 27, state 2, motorOn 1, tenSecWait 4, max 4, currentTime 4, HEX2 7
==> cells in the final DEF (no fill, tap or decap), types with 8 or more instances in the layout <==
cell / count
inv_1: 29
nor2b_1: 8
o21ai_0: 23
clkdlybuf4s50_1: 57
nand2_1: 47
nand2b_1: 10
mux2i_1: 15
xnor2_1: 17
nand3_1: 16
ha_1: 31
nor2_1: 44
nor3_1: 12
a21oi_1: 18
dfxtp_1: 53
==> worst paths after layout <==
check                           slack (ns)                  from  cells after the start                   end
worst min register to register        0.47  rateDivider50to1s[0]                      1  rateDivider50to1s[0]
worst max register to register        4.00  rateDivider50to1s[0]                     11               HEX2[3]
worst max-delay path                  2.08                 SW[0]                      9               HEX5[0]
worst min-delay path                  0.47  rateDivider50to1s[0]                      1  rateDivider50to1s[0]
==> synth_stat cells (4+ instances only) <==
master	number
a21oi_1	18
a31oi_1	7
and2_1	4
buf_4	13
clkbuf_1	13
dfxtp_1	53
ha_1	31
inv_1	29
mux2i_1	15
nand2_1	47
nand2b_1	10
nand3_1	16
nor2_1	44
nor2b_1	8
nor3_1	12
nor4_1	6
o211ai_1	4
o21ai_0	23
o22ai_1	4
o31ai_1	6
or3_1	4
xnor2_1	17
xor2_1	7
==> power groups by stage <==
stage / clock network (uW) / logic (uW) / registers (uW)
after CTS: 165 / 343 / 344
after global routing: 176 / 383 / 349
final: 158 / 342 / 344
==> layout make-up <==
type / count / share of cell area (%)
multi-input cells: 337 / 54.2
flip-flops and latches: 53 / 24.8
repair buffers: 58 / 13.5
well taps: 96 / 2.80
inverters: 30 / 2.69
clock buffers: 6 / 1.69
clock inverters: 2 / 0.350
==> per-stage QoR <==
stage	instances	total power, uW
5_1_grt	582	908
3_5_place_dp	574	690
3_3_place_gp	574	686
4_1_cts	582	851
2_1_floorplan	450	596
6_report	582	844
==> cell families after synthesis <==
group	count (synthesis)
and+or+nand+nor	176
adders and majority gates	31
DFF	53
other	1
AOI/OAI and AO/OA	84
buffers and inverters	60
xor gates and xnor gates	24
muxes	21
==> per-layer routing <==
layer,vias to the layer above,wire length [um],GRT usage [%],share of wire [%]
li1,1637,-,-,-
met5,-,0,0,0
met3,7,246,2.19,3.4
met1,1451,3680,31.1,51
met2,53,3170,31.4,44
met4,0,81,2.24,1.1
==> worst reg2reg max path, delay by kind of cell (launching register included) <==
family | cells | cell delay, ns
DFF | 1 | 0.34
and+or+nand+nor | 6 | 2.19
AOI/OAI and AO/OA | 1 | 0.25
adders and majority gates | 2 | 0.56
buffers and inverters | 2 | 0.15
Power and IR drop assume default switching activity.
